`design/flow/design.v`:
```
module rw_reg_example_regs_top #(
  parameter    ADDR_WIDTH = 8,
  parameter    STDCELL    = 1
)(
  output wire [4:0]   swi_bf1,
  input  wire RegReset,
  input  wire RegClk,
  input  wire PSEL,
  input  wire PENABLE,
  input  wire PWRITE,
  output wire PSLVERR,
  output wire PREADY,
  input  wire [(ADDR_WIDTH-1):0] PADDR,
  input  wire [31:0] PWDATA,
  output wire [31:0] PRDATA
);
  wire dft_core_scan_mode = 1'b0;
  wire dft_iddq_mode = 1'b0;
  wire dft_hiz_mode = 1'b0;
  wire dft_bscan_mode = 1'b0;
  wire [(ADDR_WIDTH-1):0] RegAddr_in;
  reg  [(ADDR_WIDTH-1):0] RegAddr;
  wire [31:0] RegWrData_in;
  reg  [31:0] RegWrData;
  wire RegWrEn_in;
  reg  RegWrEn_pq;
  wire RegWrEn;
  assign RegAddr_in = PSEL ? PADDR : RegAddr; 
  always @(posedge RegClk or posedge RegReset) begin
    if (RegReset) begin
      RegAddr <= {(ADDR_WIDTH){1'b0}};
    end else begin
      RegAddr <= RegAddr_in;
    end
  end
  assign RegWrData_in = PSEL ? PWDATA : RegWrData; 
  always @(posedge RegClk or posedge RegReset) begin
    if (RegReset) begin
      RegWrData <= 32'h00000000;
    end else begin
      RegWrData <= RegWrData_in;
    end
  end
  assign RegWrEn_in = PSEL & PWRITE;
  always @(posedge RegClk or posedge RegReset) begin
    if (RegReset) begin
      RegWrEn_pq <= 1'b0;
    end else begin
      RegWrEn_pq <= RegWrEn_in;
    end
  end
  assign RegWrEn = RegWrEn_pq & PENABLE;
  assign PREADY  = 1'b1;
  wire [31:0] REG1_reg_read;
  reg [4:0]   reg_bf1;
  always @(posedge RegClk or posedge RegReset) begin
    if(RegReset) begin
      reg_bf1                                <= 5'h0;
    end else if(RegAddr == 'h0 && RegWrEn) begin
      reg_bf1                                <= RegWrData[4:0];
    end else begin
      reg_bf1                                <= reg_bf1;
    end
  end
  assign REG1_reg_read = {27'h0,
          reg_bf1};
  assign swi_bf1 = reg_bf1;
  reg [31:0] prdata_sel;
  always @(*) begin
    case(RegAddr)
      'h0    : prdata_sel = REG1_reg_read;
      default : prdata_sel = 32'd0;
    endcase
  end
  assign PRDATA = prdata_sel;
  reg pslverr_pre;
  always @(*) begin
    case(RegAddr)
      'h0    : pslverr_pre = 1'b0;
      default : pslverr_pre = 1'b1;
    endcase
  end
  assign PSLVERR = pslverr_pre;
endmodule
```
`design/flow/run.sh`:
```
#!/bin/bash
# OpenROAD 26Q1-2900-gdf79404cd8, Yosys 0.63+post, stock flow scripts
make -C /OpenROAD-flow-scripts/flow DESIGN_CONFIG=/design/flow/config.mk WORK_HOME=/design/flow/orfs finish
```
`design/flow/config.mk`:
```
export PLATFORM = sky130hd
export DESIGN_NAME = rw_reg_example_regs_top
export DESIGN_NICKNAME = rw_reg_example_regs_top
export VERILOG_FILES = /design/flow/design.v
export SDC_FILE = /design/flow/constraint.sdc
export NUM_CORES = 4
export LEC_CHECK = 1
export CORE_AREA = 10 10 100 100
export DIE_AREA = 0 0 110 110
```
`design/flow/constraint.sdc`:
```
current_design rw_reg_example_regs_top

set clk_period 2.6
set clk_io_pct 0.2

create_clock -name clk0 -period $clk_period [get_ports {RegClk}]

set non_clock_inputs [all_inputs -no_clocks]
set_input_delay [expr $clk_period * $clk_io_pct] -clock clk0 $non_clock_inputs
set_output_delay [expr $clk_period * $clk_io_pct] -clock clk0 [all_outputs]
```
==> results.txt <==
Final Hold Viols -> 0
Highest Clock Rate -> 395 MHz
Post-route ant nets -> 0
Slew Viols, Final -> 0
Hold Slack -> 507 ps
Crit path max-delay cell type -> or4_4
Syn Area/Cell -> 12.2 um2
DRC viols -> 0
Warnings, synthesis -> 1
Sink Count -> 19
CTS buffer count -> 3
H-tree levels -> 1
Critical path endpoint -> PRDATA[4]
Vias per cell -> 2.61
GR Util met3 -> 1.70%
Final period utilization -> 97.3%
# Cells Yosys -> 81
Run status -> completed
Cell Type Count -> 11
Initial antenna violation count -> 0
Seq. cell area -> 475 um2
#FFs+latches synth -> 19
Initial DRC count -> 0
Worst setup startpoint -> RegAddr[2]
Pre-CTS setup slack -> 174 ps
Vias -> 555
Syn Inst Count -> 81
Met1 Use GR -> 4.13%
Worst skew pair latency -> 250 ps
Share of layout cells above drive strength 1 -> 25.2%
Largest net degree at the start of global routing -> 20
Critical Path Max Stage Delay -> 570 ps
Unrepaired setup endpoints after global routing -> no
Critical path depth in cells -> 4
Busiest grt layer -> met2
Post-synth seq share -> 48.0%
Total Die Area -> 0.0121 mm2
Num rows -> 32
Slew @ Worst Pin -> 735 ps
Worst Setup Path Type -> flip-flop to primary output
LEAKAGE -> 0.582 nW
R2R depth -> 4
CP Launch Type -> flip-flop
# fillers -> 868
GR Util met2 -> 5.67%
PD cells -> 449 mW/mm2
VDD IR-drop max -> 0.174 mV
Most frequent cells in the layout -> 28 x conb_1, 28 x clkdlybuf4s50_1, 19 x dfrtp_1
Critical R2R Capture -> reg_bf1[4]
Crit end category -> primary output
Vias in the first global route -> 632
R2R Setup Slk -> 740 ps
Worst Path Buf+Inv -> 1
Mapped cell area -> 991 um2
Chip Area, Yosys -> 991 um2
Clk root buf -> clkbuf_8
Relative max-transition margin -> 50.9%
IO Port Bufs -> 28
Routed WL -> 2.24 mm
P&R area growth vs syn -> 35.9%
Die height -> 110 um
Clock transition at path regs -> 70 ps
GRT Total Usage -> 3.44%
Pre-Repair DR Iteration Count -> 1
DR WL/cell -> 10.5 um
Crit path time final -> 2530 ps
First-pass GRT wire length -> 3.27 mm
Cell Chain, Critical Path -> or4_4 > nor2_4 > and2_4 > clkdlybuf4s50_1
Req. time, crit path -> 2080 ps
Ant diodes -> 0
Grt ovf -> 0
Starting Density -> 12.7%
DP HPWL -> 1.94 mm
Clock buffer depth -> 2
Hold Crit Class -> flip-flop to flip-flop
Crit path DAT -> 2010 ps
Reg-to-Reg Start -> RegAddr[2]
CP delay by family, top -> simple AND/OR/NAND/NOR gates
Routability Congestion -> 0.664
Fin worst setup slack -> 70.5 ps
Die span in x -> 110 um
OpenROAD warnings -> 52
TritonCTS clock tree -> done
Setup TNS -> 0 ps
MaxCap Viol Count -> 0
Final worst clock skew -> 0.908 ps
Logic area -> 402 um2
Ports -> 84
Worst-path fanout max -> 6
Core Area -> 0.00781 mm2
Setup-violating endpoint count in the final report -> 0
-- repair_timing --
action                                  4_1_cts  5_1_grt
pin swaps                                     0        2
endpoints found under the setup margin        5        4
buffers inserted                              0        1
hold buffers                                  0        0
cloned                                        0        0
resized                                       2        1
-- synth_stat cells, drive strengths merged --
cell / number / share of area [%]
inv: 2 / 0.76
nand2: 1 / 0.38
nor3: 1 / 1.6
or4: 2 / 2.3
clkbuf: 1 / 0.38
and2: 6 / 3.8
conb: 2 / 0.76
buf: 28 / 21
nor2: 1 / 0.38
dfrtp: 19 / 48
mux2: 18 / 20
-- cells by family after synthesis --
kind of cell | synth area share (%)
other cells | 0.758
simple gates | 8.46
buf+inv | 22.3
mux | 20.5
flops | 48.0
-- worst min-delay path by stage --
stage                   startpoint    endpoint  slack (ps)  cells past startpoint
after global routing  RegWrData[1]  reg_bf1[1]         520                      1
final                 RegWrData[1]  reg_bf1[1]         510                      1
after CTS             RegWrData[1]  reg_bf1[1]         510                      1
-- sequential cells by signal (all words and copies together) (netlist names) --
name        flops
RegAddr         8
RegWrData       5
RegWrEn_pq      1
reg_bf1         5
-- stage by stage --
| step | area, um2 | std cells | power, mW | utilization [%] |
|---|---|---|---|---|
| after floorplan | 1090 | 107 | 0.397 | - |
| after global placement | 1280 | 208 | 0.411 | 16.4 |
| after detailed placement | 1280 | 208 | 0.412 | 16.4 |
| after CTS | 1340 | 212 | 0.617 | 17.1 |
| after global routing | 1350 | 213 | 0.642 | 17.2 |
| final | 1350 | 213 | 0.605 | 17.2 |
-- metal layers --
layer  up-vias  part of all wire [%]
met5         -                     0
met4         0                     0
met3         0                    12
met2        35                    48
met1       251                    41
li1        269                     -
-- final cells by class --
cell class	count	area share, %
well taps	102	9.48
multi-input cells	57	29.8
repair buffers	29	21.4
clock buffers	3	3.07
clock inverters	1	0.372
flip-flops and latches	19	35.3
inverters	2	0.558
-- power breakdown --
part	leakage [nW]	internal (mW)	total, mW	switching, mW
Combinational	0.322	0.0497	0.0736	0.0239
Sequential	0.234	0.319	0.331	0.0121
Clock	0.0255	0.106	0.200	0.0938
Total	0.582	0.475	0.605	0.130
No activity file was given, so power comes from the tool's default toggle rates.
